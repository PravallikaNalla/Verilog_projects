## ./design.v

```verilog
`timescale 1ns / 1ps
module GCD_8bit(
    input [7:0] M,
    input [7:0] N,
    input clk,
    input load,
    input sync_reset,
    output [7:0] GCD,
    output reg TC
    );
	 reg [7:0] M_next, N_next,  min_MN, mod_M_sub_N;
	 wire cnt;
	 reg [7:0] M_, N_;
	 reg [2:0] R;    
	 and N1(cnt, ~M_[0], ~N_[0]);  
	 assign GCD = M_ << R;
	 always @(*)
	 begin
	 		if(M_ > N_)
			begin
				min_MN = N_;
				mod_M_sub_N = M_ - N_;
			end
			else
			begin
				min_MN = M_;
				mod_M_sub_N = N_ - M_;
			end
			if ((M_ == N_) || (M_ == 1) || (N_ == 1))
				TC = 1;
			else
				TC = 0;
	 end
	 always @(*)
	 begin
		if(M_[0] == 0)
			M_next = M_ >> 1;
		else
		begin
			if(N_[0] == 0)
				M_next = M_;
			else
				M_next = min_MN;
		end
		if(N_[0] == 0)
			N_next = N_ >> 1;
		else
		begin
			if(M_[0] == 0)
				N_next = N_;
			else
				N_next = mod_M_sub_N;
		end
	 end
	 always @(posedge clk)
	 begin
		if(sync_reset)
		begin
			M_ <= 0;
			N_ <= 0;
			R  <= 0;
		end
		else 
		begin
			if(load)
			begin
				M_ <= M;
				N_ <= N;
				R  <= 0;
			end
			else
			begin
				M_ <= M_next;
				N_ <= N_next;
				if(cnt)
					R <= R+1;
				else
					R <= R;
			end
		end
	 end
endmodule
```

## ./config.mk

```make
export PLATFORM = sky130hd
export DESIGN_NAME = GCD_8bit
export DESIGN_NICKNAME = GCD_8bit
export VERILOG_FILES = /design/flow/design.v
export SDC_FILE = /design/flow/constraint.sdc
export NUM_CORES = 4
export LEC_CHECK = 1
export CORE_UTILIZATION = 30
```

## ./run.sh

```bash
#!/bin/bash
# OpenROAD 26Q1-2900-gdf79404cd8, Yosys 0.63+post, stock flow scripts
make -C /OpenROAD-flow-scripts/flow DESIGN_CONFIG=/design/flow/config.mk WORK_HOME=/design/flow/orfs finish
```

## ./constraint.sdc

```tcl
current_design GCD_8bit

set clk_period 5.1
set clk_io_pct 0.2

create_clock -name clk0 -period $clk_period [get_ports {clk}]

set non_clock_inputs [all_inputs -no_clocks]
set_input_delay [expr $clk_period * $clk_io_pct] -clock clk0 $non_clock_inputs
set_output_delay [expr $clk_period * $clk_io_pct] -clock clk0 [all_outputs]
```

==> changes_impl.md <==
### Metrics

* Status: complete, no violations
* CTS root buffer: clkbuf_8
* Final Setup Violations at 0
* Via count at 1799
* Most numerous logic cells after layout: clkdlybuf4s50_1, nor2_1, mux2i_1, o21ai_0, a21oi_1
* Largest net degree at the start of global routing at 29
* Adders+Majority by Area at 13.2%
* Fraction of layout cells with a size suffix above 1 at 4.04%
* Post-route cell area at 2260 µm²
* Top area contributor share at 19.9%
* Crit-path max FO at 22
* WL final at 5.00 mm
* M2 GR Usage at 24.7%
* Power per cell area at 241 nW/µm²
* CTS resizes at 0
* Terminus of the critical flop-to-flop path: N_[5]$_SDFFE_PP0P_
* Synth Warn # at 1
* Yosys Instances at 255
* Fill cell count at 637
* RSZ-0062 raised after global routing: false
* Crit-path cells: buf_4 > clkinv_1 > ha_1 > or4b_4 > nand3_1 > clkdlybuf4s50_1
* Die area at 6710 µm²
* Final min period at 3.64 ns
* Die Wd at 81.9 µm
* Critical path startpoint: M_[0]$_SDFF_PP0_
* WP buf/inv at 3
* Gr usage total at 16.5%
* GR Overflow Total at 0
* Mapped Cells at 255
* Synth top area cells: dfxtp_1, mux2i_1, ha_1
* Tool warnings at 33
* CTS tree: built
* Synthesis area per yosys at 1920 µm²
* WP data required at 4.08 ns
* Critical path endpoint category: output port
* Static Leak at 0.948 nW
* Top logic family: AND-OR/OR-AND gates
* Post-CTS setup buffer count at 0
* Gpl congestion at 0.894
* Slew Limit Fails at 0
* Avg Cell Area, Syn at 7.51 µm²
* Most numerous logic cell after layout: clkdlybuf4s50_1
* H-tree levels at 1
* Slew HR at 57.8%
* Post-Syn Area at 1920 µm²
* Num CTS Buffers at 3
* Initial antenna violation count at 0
* Vert. Die Dim at 81.9 µm
* Ys flops at 19
* Crit path kind: reg2out
* Placeable Area at 6030 µm²
* Drt first pass iters at 4
* FF-to-FF setup slack at 2.16 ns
* Post-Synth Simple-Gate Area at 18.0%
* Setup Total Neg Slack at 0 ns
* Min-delay worst type: reg2reg
* Peak VDD IR at 0.139 mV
* Met1 usage at 25.9%
* Synth unique cells at 44
* Routed vias/inst at 5.18
* Area Overhead vs Synth at 18.0%
* Clock Pin Slew Worst Setup and Hold Paths at 0.07 ns
* CP max stage delay at 0.54 ns
* Synth Seq Share at 19.9%
* XOR/XNOR Area Share at 2.74%
* Skew final at 0.00288 ns
* DRT iter0 DRCs at 151
* Worst r2r path cells at 9
* Clk Latency, worst-skew pair at 0.26 ns
* Final Hold Fails at 0
* CTS sink cnt at 19
* Yosys aoi share at 24.5%
* Ant diodes at 0
* Setup crit start kind: flop
* Max Clock Freq at 0.275 GHz
* First-pass GRT wire length at 8.27 mm
* DR DRC count at 0
* Crit path to: TC
* Hold-fix buffers, CTS at 0
* GR peak layer: met1
* Critical-path cell with the highest stage delay: or4b_4
* Dpl cell area at 2210 µm²
* Finished Core Util at 37.5%
* DRT antenna net count at 0
* CP top delay family: buffers and inverters
* Dominant cell type by area after synthesis: dfxtp_1
* RR Startpoint: M_[0]$_SDFF_PP0_
* Final HPWL DP at 3.84 mm
* Top Ports at 28
* Max-cap violations at 0
* MUX area fraction at 13.2%
* Worst Tran Pin Value at 0.631 ns
* Critical path arrival at 2.62 ns
* Core utilization at floorplan at 31.8%
* Num rows at 28
* Met3 Track Usage GR at 2.03%
* Cycle use final at 71.4%
* Buffers added on ports at 27
* Number of global-route vias before repair at 1667
* WL per Instance at 14.4 µm
* Bufs on Longest Clock Path at 2
* Path length in cells of the critical path at 6
-- per-stage QoR --
step	std cells	hold slack (ns)	setup slack (ns)	power [mW]
after floorplan	255	0.512	2.53	0.370
after global placement	343	0.565	1.80	0.436
after detailed placement	343	0.567	1.76	0.435
after CTS	347	0.579	1.46	0.548
after global routing	347	0.611	1.33	0.587
final	347	0.576	1.46	0.544
-- per-layer routing --
layer / wire [µm] / up-vias
met1: 2570 / 804
met3: 285 / 4
met4: 61 / 0
met2: 2080 / 47
met5: 0 / -
li1: - / 944
-- flip-flops by register name, summed over array words and instances, names as in the netlist --
name  cells
R         3
M_        8
N_        8
-- tightest hold or removal path, cell delays in order, from the launching register on --
cell and delay [ns]:
dfxtp_1 0.37, nor2_1 0.12, a211oi_1 0.05
-- cell usage after synthesis (all sizes together) --
cell type / number
a211o: 1
a211oi: 5
a21o: 5
a21oi: 22
a22o: 3
a22oi: 1
a311o: 1
a31oi: 4
a32o: 1
and2: 1
buf: 7
clkbuf: 10
clkinv: 1
dfxtp: 19
fa: 2
ha: 17
inv: 19
mux2: 2
mux2i: 23
nand2: 18
nand2b: 2
nand3: 6
nand3b: 2
nand4: 6
nor2: 25
nor2b: 1
nor3: 6
nor3b: 1
nor4: 4
o211ai: 1
o21ai: 25
o21bai: 1
o22ai: 2
o311a: 2
o31ai: 2
or4b: 1
xnor2: 3
xor2: 3
-- power breakdown --
part,total [mW],switching (mW),internal (mW)
clock network,0.109,0.0535,0.0556
logic,0.250,0.130,0.121
registers,0.184,0.0239,0.160
-- worst min path at each step --
stage,start,endpoint,cells after the start
4_1_cts,M_[7]$_SDFFE_PP0P_,M_[7]$_SDFFE_PP0P_,2
5_1_grt,M_[7]$_SDFFE_PP0P_,M_[7]$_SDFFE_PP0P_,2
6_report,M_[7]$_SDFFE_PP0P_,M_[7]$_SDFFE_PP0P_,2
-- area by class of cell --
class / instances / area [µm²] / share of cell area, %
tap: 75 / 93.8 / 4.15
timing repair buffer: 30 / 293 / 13.0
inverter: 20 / 75.1 / 3.32
multi-input combinational: 199 / 1370 / 60.7
clock buffer: 4 / 45.0 / 1.99
sequential: 19 / 380 / 16.8
-- logic make-up (layout without fill, tap and decap cells) --
logic type / after synthesis / in the layout
AND-OR/OR-AND: 76 / 76
AND/OR/NAND/NOR: 73 / 73
buffers and inverters: 37 / 54
multiplexers: 25 / 25
adder cells (fa/ha/maj): 19 / 19
flip-flops: 19 / 19
XOR/XNOR: 6 / 6
Power figures rest on the tool's default switching activity, not on a simulated workload.
